==> flow/design.v <==
`timescale 1ns / 1ps
module vga_driver(clk, color, hsync, vsync, red, green, blue, x, y);
	parameter H_ACTIVE = 640;
	parameter H_FRONT = 16;
	parameter H_PULSE = 96;
	parameter H_BACK = 48;
	parameter V_ACTIVE = 480;
	parameter V_FRONT = 11;
	parameter V_PULSE = 2;
	parameter V_BACK = 31;
	input clk;
	input [7:0] color;
	output hsync, vsync;
	output [9:0] x, y;
	output [2:0] red, green;
	output [1:0] blue;
	reg [9:0] h_count;
	reg [9:0] v_count;
	reg [6:0] bar_count;
	reg [2:0] column_count;
	always @(posedge clk)
	begin
		if (h_count < H_ACTIVE + H_FRONT + H_PULSE + H_BACK - 1)
		begin
			h_count <= h_count + 1;
			if (bar_count>91)
			begin
				bar_count <= 0;
				column_count <= column_count+1;
			end
			else
			begin
						bar_count <= bar_count + 1;
			end
		end		
		else
		begin
			bar_count <= 0;
			column_count <= 0;
			h_count <= 0;
			if (v_count < V_ACTIVE + V_FRONT + V_PULSE + V_BACK - 1)
				v_count <= v_count + 1;
			else
				v_count <= 0;
		end
	end
	assign hsync = h_count > H_ACTIVE + H_FRONT && h_count < H_ACTIVE + H_FRONT + H_PULSE;
	assign vsync = v_count > V_ACTIVE + V_FRONT && v_count < V_ACTIVE + V_FRONT + V_PULSE;
	assign x = h_count < H_ACTIVE ? h_count : 0;
	assign y = v_count < V_ACTIVE ? v_count : 0;
	assign red		= h_count < H_ACTIVE && v_count < V_ACTIVE ? color[7:5] : 3'b0;
	assign green	= h_count < H_ACTIVE && v_count < V_ACTIVE ? color[4:2] : 3'b0;
	assign blue		= h_count < H_ACTIVE && v_count < V_ACTIVE ? color[1:0] : 2'b0;
	assign colour_count = column_count;
endmodule
==> flow/run.sh <==
#!/bin/bash
# OpenROAD 26Q1-2900-gdf79404cd8, Yosys 0.63+post, stock flow scripts
make -C /OpenROAD-flow-scripts/flow DESIGN_CONFIG=/design/flow/config.mk WORK_HOME=/design/flow/orfs finish
==> flow/config.mk <==
export PLATFORM = sky130hd
export DESIGN_NAME = vga_driver
export DESIGN_NICKNAME = vga_driver
export VERILOG_FILES = /design/flow/design.v
export SDC_FILE = /design/flow/constraint.sdc
export NUM_CORES = 4
export LEC_CHECK = 1
export CORE_AREA = 10 10 114 114
export DIE_AREA = 0 0 124 124
==> flow/constraint.sdc <==
current_design vga_driver

set clk_period 2.7
set clk_io_pct 0.2

create_clock -name clk0 -period $clk_period [get_ports {clk}]

set non_clock_inputs [all_inputs -no_clocks]
set_input_delay [expr $clk_period * $clk_io_pct] -clock clk0 $non_clock_inputs
set_output_delay [expr $clk_period * $clk_io_pct] -clock clk0 [all_outputs]
==> deck_impl_summary.md <==
Run Summary

Power
  – Clock power share: 38.2%
  – PnR Total Power: 0.528 mW
  – Logic pwr share: 2.1%
  – Switch share: 18.5%
  – Pwr Density: 281 nW/um^2
  – Sequential power share: 59.7%
  – Maximum VDD drop: 0.000155 V
  – P_leak: 0.656 nW
  – NetSw: 0.0978 mW
  – Internal: 0.430 mW

Placed design
  – RD Place Congestion: 0.771
  – DPL Wire Length: 2.62 mm
  – Port bufs: 37

Layout
  – Sequential Area: 500 um^2
  – MI comb area: 737 um^2
  – Area grow syn2layout: 42.1%
  – Fillcell total: 1171
  – Share of cells above drive strength 1: 6.45%

Floorplan
  – Chip height: 124 um
  – # rows: 37
  – Chip Area: 15400 um^2
  – Starting density of the core: 12.7%
  – Die X: 124 um
  – Num ports: 39
  – Core area: 10400 um^2

Synth
  – Post-synth ARST share: 0%
  – Mapped Area: 1320 um^2
  – Main flop type after synthesis: edfxtp_1
  – Synth Instances: 152
  – Yosys top cell by area: edfxtp_1
  – Synth top cells by count: 15 x and3_1, 10 x dfxtp_1, 10 x edfxtp_1, 10 x nand3_1, 10 x nor2_1
  – EDFF count, synth: 10
  – Seq/Total Area, Yosys: 37.8%
  – Yosys warns: 2
  – Post-synth cell types: 39
  – Ys flops: 20
  – Top-count cell post-synth: and3_1
  – Yosys stat area: 1320 um^2
  – Cell area leaders: edfxtp_1 23%, dfxtp_1 15%, and3_1 7.1%
  – Cells in synth_stat.txt: 152
  – Area leader share: 22.7%
  – Synth Area per Inst: 8.70 um^2

Drt
  – Initial DRT Pass Iterations: 4
  – Antenna Nets Post-Route: 0
  – DRT Wirelength: 3.45 mm
  – Routed vias: 1193
  – Residual DRC count: 0
  – DRT iter0 DRCs: 58
  – Vias/cell: 3.70
  – N_diodes: 0
  – WL/cell: 10.7 um

Critical path
  – Crit start category: flip-flop
  – Crit Path Class: flip-flop to output pin
  – Crit-path max FO: 14
  – Crit end category: output pin
  – Critical path arrival: 1.99 ns
  – Crit path DRT: 2.16 ns

Timing
  – RSZ-0062 raised after global routing: false
  – Final setup TNS: 0 ns
  – Tcrit/Tclk final: 93.5%
  – Final slew viol count: 0
  – Final hold vios: 0
  – Final setup skew: 0.00428 ns
  – Tmin final: 2.53 ns
  – Setup violations, final: 0
  – Max Clk Rate: 396 MHz

Clocking
  – Hold_buf cts: 0
  – CTS Buf Count: 3
  – Num Clock Sinks: 20
  – TritonCTS clock tree: yes
  – Longest Clk Path Bufs: 2
  – Worst skew pair latency: 0.25 ns
  – Worst-path clk slew: 0.08 ns
  – CTS Root Cell: clkbuf_8
  – CTS H-Tree Depth: 1

Flow run
  – Number of max-cap violations: 0
  – Tool warnings: 27

Hold path
  – Hold Path Class: flip-flop to flip-flop

GRT
  – Vias in the first global route: 1110
  – All-Layer GR Usage: 4.53%
  – Largest net degree at the start of global routing: 16
  – First-pass GRT wire length: 5.77 mm
  – Total gr overflow: 0
  – Initial antenna violation count: 0

Outcome
  – Status: complete, no violations
-- kinds of logic (layout without fill, tap and decap cells) --
family	after synthesis	count (layout)	share of synthesized area (%)
mux	1	1	0.757
flops	20	20	37.8
buf+inv	19	53	6.43
other cells	1	1	0.284
xor+xnor	5	5	3.31
simple gates	80	80	36.5
compound gates	22	22	11.1
fa+ha+maj	4	4	3.78
-- metrics by stage --
| step | setup WS, ns | std cells | hold WS, ns | instance area, um^2 | util (%) |
|---|---|---|---|---|---|
| 2_1_floorplan | 0.841 | 152 | 0.456 | 1320 | - |
| 3_3_place_gp | 0.407 | 318 | 0.472 | 1830 | 17.6 |
| 3_5_place_dp | 0.349 | 318 | 0.485 | 1830 | 17.6 |
| 4_1_cts | 0.0677 | 322 | 0.501 | 1880 | 18.0 |
| 5_1_grt | 0.0655 | 322 | 0.560 | 1880 | 18.0 |
| 6_report | 0.175 | 322 | 0.507 | 1880 | 18.0 |
-- area by class of cell --
type,count,area share (%)
multi-input cells,113,39.2
inverters,9,1.80
flip-flops and latches,20,26.6
well taps,136,9.05
clock buffers,4,2.40
repair buffers,40,20.9
-- metal layers --
| metal | global-route usage, % | share of wire [%] |
|---|---|---|
| met5 | 0 | 0 |
| met2 | 7.09 | 44 |
| met1 | 6.26 | 47 |
| met4 | 0.216 | 0.46 |
| met3 | 1.56 | 8.4 |
-- what timing repair did --
action                     CTS  global route
setup endpoints to repair    0             8
resized                      0             1
buffers inserted             0             0
-- power groups by stage --
stage | clock (mW) | sequential (mW) | combinational, mW
5_1_grt | 0.225 | 0.315 | 0.0118
6_report | 0.202 | 0.315 | 0.0110
4_1_cts | 0.209 | 0.315 | 0.0111
-- placed cells by master, fill, tap and decap left out, drive strengths merged, types with 2 or more instances in the layout --
cell	instances
and3	17
a211oi	2
xnor2	4
and2	9
nand3	11
dfxtp	10
o21ai	7
nand4	8
clkbuf	4
ha	4
nor2	10
nand2	6
nor2b	4
and4	3
buf	3
edfxtp	10
inv	9
a31oi	2
or3	4
clkdlybuf4s50	37
nor3	2
a21oi	7
-- sequential cells by signal, indices dropped and copies added (netlist names) --
| name | count |
|---|---|
| h_count | 10 |
| v_count | 10 |
-- path summary, 6_finish.rpt --
| check | slack (ns) | startpoint | to | cells past startpoint |
|---|---|---|---|---|
| setup / recovery | 0.17 | v_count[9]$_SDFFCE_PP0P_ | red[1] | 4 |
| hold / removal | 0.51 | h_count[0]$_SDFF_PP0_ | h_count[0]$_SDFF_PP0_ | 1 |
| setup reg to reg | 1.07 | v_count[0]$_SDFFCE_PP0P_ | v_count[2]$_SDFFCE_PP0P_ | 4 |
| hold reg to reg | 0.51 | h_count[0]$_SDFF_PP0_ | h_count[0]$_SDFF_PP0_ | 1 |
-- critical path, cell delays in order, from the launching register on --
cell and delay (ns):
edfxtp_1 0.44, inv_1 0.29, and2_1 0.34, and3_1 0.19, clkdlybuf4s50_1 0.47
No activity file was given, so power comes from the tool's default toggle rates.
