## design/flow/run.sh

```bash
#!/bin/bash
# OpenROAD 26Q1-2900-gdf79404cd8, Yosys 0.63+post, stock flow scripts
make -C /OpenROAD-flow-scripts/flow DESIGN_CONFIG=/design/flow/config.mk WORK_HOME=/design/flow/orfs finish
```

## design/flow/config.mk

```make
export PLATFORM = sky130hd
export DESIGN_NAME = seven_segment_mux
export DESIGN_NICKNAME = seven_segment_mux
export VERILOG_FILES = /design/flow/design.v
export SDC_FILE = /design/flow/constraint.sdc
export NUM_CORES = 4
export LEC_CHECK = 1
export CORE_AREA = 10 10 70 70
export DIE_AREA = 0 0 80 80
```

## design/flow/constraint.sdc

```tcl
current_design seven_segment_mux

set clk_period 2.7
set clk_io_pct 0.2

create_clock -name clk0 -period $clk_period [get_ports {clk}]

set non_clock_inputs [all_inputs -no_clocks]
set_input_delay [expr $clk_period * $clk_io_pct] -clock clk0 $non_clock_inputs
set_output_delay [expr $clk_period * $clk_io_pct] -clock clk0 [all_outputs]
```

## design/flow/design.v

```verilog
`timescale 1ns / 1ps
module seven_segment_decoder(value, dp, segments);
	input [3:0] value;
	input dp;
	output reg [7:0] segments;
	always @(value, dp) begin
		case (value)
			4'h1 : segments = 7'b1001111;
			4'h2 : segments = 7'b0010010;
			4'h3 : segments = 7'b0000110;
			4'h4 : segments = 7'b1001100;
			4'h5 : segments = 7'b0100100;
			4'h6 : segments = 7'b0100000;
			4'h7 : segments = 7'b0001111;
			4'h8 : segments = 7'b0000000;
			4'h9 : segments = 7'b0000100;
			4'hA : segments = 7'b0001000; 
			4'hB : segments = 7'b1100000;  
			4'hC : segments = 7'b0110001; 
			4'hD : segments = 7'b1000010;  
			4'hE : segments = 7'b0110000; 
			4'hF : segments = 7'b0111000; 
			4'h0 : segments = 7'b0000001;
			default : segments = 7'b1111111;
		endcase
		segments[7] = ~dp;
	end
endmodule
module seven_segment_mux(clk, value, dp, segments, anodes);
	function integer clog2;
	input integer value;
	begin
		value = value-1;
		for (clog2 = 0; value > 0; clog2 = clog2 + 1)
			value = value >> 1;
		end
	endfunction
	parameter WIDTH = 3;
	input clk;
	input [4*WIDTH-1:0] value;
	input [WIDTH-1:0] dp;
	output [7:0] segments;
	output [WIDTH-1:0] anodes;
	reg [clog2(WIDTH)-1:0] active = 0;
	seven_segment_decoder decoder(.value(value[active*4 +: 4]), .dp(dp[active]), .segments(segments));
	assign anodes = ~(1 << active);
	always @(posedge clk) active <= (active < WIDTH) ? (active + 1) : 0;
endmodule
```

==> impl_metrics.tcl <==
# flow metrics
set metrics [dict create \
    outcome "complete, no violations" \
    clkPwrFrac_pct 34.8 \
    cp-endpoint "segments[6]" \
    syn_to_final_growth_pct 93.2 \
    postRouteAntennaNets 0 \
    cp-startpoint "value[5]" \
    setup_slack_ps 82.5 \
    worst_slew_margin_rel_pct 81.5 \
    worstSetupEndpointType "output port" \
    combPwrFrac_pct 49.6 \
    portBuffers 26 \
    place_ws_ps -460 \
    ys.flops 2 \
    dieHeight_um 80 \
    warnings 34 \
    final_max_slew_viol_count 0 \
    cts_htree_levels 1 \
    chipArea_um2 6400 \
    boundaryPins 27 \
    ir_drop_mv 0.0914 \
    largest_register_ffs 2 \
    min_path_type "flip-flop to flip-flop" \
    fp.dieW_um 80 \
    avgSynthCellArea_um2 8.86 \
    drtIter0Drc 20 \
    cp_max_fo 2 \
    hpwl_um 1420 \
    ys_cells 60 \
    final_util_pct 30.1 \
    p_leak_nw 0.490 \
    synth_seq_share_pct 7.53 \
    power_switching_mw 0.0516 \
    final_area_um2 1030 \
    diodes 0 \
    rows 21 \
    initial_core_util_pct 15.6 \
    intPower_mw 0.139 \
    ys_chip_area_um2 532 \
    cts_buffers 3 \
    wl_per_cell_um 11.0 \
    max_slew.worst_pin.slew_ps 277 \
    period_minus_slack_ps 2620 \
    fin_setup_tns_ps 0 \
    track_usage_pct 5.48 \
    crit_type "primary input to output port" \
    grt_overflow_total 0 \
    mappedNetlistArea_um2 532 \
    rsz0062_at_grt "no" \
    seq_power_share_pct 15.6 \
    ctsHoldBuffers 0 \
    drc 0 \
    max_cap_viol_count 0 \
    crit_path_start_kind "primary input" \
    routed_wl_um 1660 \
    core-area_um2 3420 \
    routed_via_density 3.74 \
    timing.rr.start "active[0]" \
    fin_worst_skew_ps 0.370 \
    dr.pass1.iters 3 \
    grt_pass1_vias 606 \
    clk_pin_slew_ps 30 \
    gp_congestion 0.823 \
    synthDistinctLibCells 25 \
    p_per_area_nw_per_um2 186 \
    grt_max_degree 8 \
    fin_crit_sh_pct 96.9 \
    reg_top3 "active: 2 flops" \
    final-setup-viol-count 0 \
    vias 564 \
    cts_tree "built" \
    fillers 348 \
    swShare_pct 27.1 \
    clock_sinks 2 \
    clockBufferDepth 2 \
    fmax_mhz 382 \
    yosysWarnings 2 \
    clock.latency.late_pin_ps 220 \
    netlist_instances 60 \
    r2r-end "active[1]" \
    drive_gt1_share_pct 40.0 \
    grt_pass1_wl_um 2910 \
    r2r_setup_slack_ps 1500 \
    antenna_found_initial 0 \
    r2r_cells 4 \
    dpl_cell_area_um2 925 \
    cts-root-buf "clkbuf_4" \
    critPathRequiredTime_ps 2160 \
    fin_total_pwr_mw 0.191 \
    worstPathArrival_ps 2080 \
    final_hold_viol_count 0 \
    regMostFlops "active" \
]
-- metal layers --
| metal | GRT usage, % | wire [um] | up-vias | part of all wire, % |
|---|---|---|---|---|
| met2 | 10.4 | 948 | 5 | 57 |
| met4 | 1.23 | 27 | 0 | 1.6 |
| met5 | 0 | 0 | - | 0 |
| li1 | - | - | 301 | - |
| met1 | 6.03 | 657 | 256 | 40 |
| met3 | 1.02 | 24 | 2 | 1.4 |
-- critical path, cell delays in order --
cell and delay [ps]:
clkdlybuf4s50_1 450, nand2_1 60, o22ai_2 140, inv_1 70
buf_4 130, buf_4 130, ha_4 150, a221o_1 290
buf_2 110
-- logic make-up after synthesis --
kind of cell    count (synthesis)  share of synthesized area (%)
flops                           2                           7.53
compound gates                 12                           19.5
simple gates                   11                           12.5
fa+ha+maj                      10                           23.5
xor+xnor                        1                           1.65
buf+inv                        12                           12.0
mux                            12                           23.3
-- stage by stage --
stage	cells	hold slack (ps)
2_1_floorplan	60	578
3_3_place_gp	143	644
3_5_place_dp	143	644
4_1_cts	151	666
5_1_grt	151	750
6_report	151	667
-- placed cells by master, fill, tap and decap left out, types with 2 or more instances in the layout --
master / n
a2bb2oi_2: 2
buf_2: 5
buf_4: 18
clkbuf_4: 3
clkdlybuf4s50_1: 15
dfxtp_1: 2
dlymetal6s2s_1: 4
ha_1: 5
ha_2: 2
ha_4: 3
inv_1: 8
mux2i_1: 11
nand2_1: 2
nor2_1: 2
o21ai_1: 2
o22ai_1: 3
o2bb2ai_2: 2
-- how the worst min path moves through the flow --
stage / start / to / slack (ps) / depth (start not counted)
after CTS: active[0] / active[0] / 670 / 2
after global routing: active[0] / active[0] / 750 / 2
final: active[0] / active[0] / 670 / 2
-- power groups by stage --
| stage | clock network [mW] | logic (mW) | registers, mW |
|---|---|---|---|
| after CTS | 0.0714 | 0.0964 | 0.0298 |
| after global routing | 0.0785 | 0.105 | 0.0297 |
| final | 0.0664 | 0.0945 | 0.0298 |
-- cell type report --
class	count	area, um^2	area share, %
clock buffers	3	22.5	2.19
repair buffers	45	390	38.0
flip-flops and latches	2	40.0	3.90
multi-input cells	46	483	47.0
inverters	9	33.8	3.29
well taps	46	57.6	5.60
-- Yosys cell counts --
cell type,instances,area share (%)
inv_1,9,6.4
mux2i_1,11,21
nor2_1,2,1.4
nand3_1,1,0.94
nand2_1,2,1.4
o21ai_1,1,0.94
a21oi_1,1,0.94
dfxtp_1,2,7.5
ha_1,10,24
or3_1,1,1.2
xnor2_1,1,1.6
nor2_2,1,1.2
buf_6,2,4.2
o21ai_0,1,0.94
a221o_1,1,1.9
a2bb2oi_2,1,2.8
mux2i_2,1,2.6
nor2b_1,1,1.2
o22ai_1,4,4.7
a2bb2oi_1,1,1.6
and3_2,1,1.4
or2_1,1,1.2
buf_4,1,1.4
o2bb2ai_2,2,5.6
nor2b_4,1,2.6
-- repair_timing --
action	4_1_cts	5_1_grt
endpoints found under the setup margin	7	7
cloned	0	0
resized	27	7
buffers inserted	5	0
pin swaps	5	2
Power and IR drop assume default switching activity.
